`flow/config.mk`:
```
export PLATFORM = sky130hd
export DESIGN_NAME = AsyncFIFO
export DESIGN_NICKNAME = AsyncFIFO
export VERILOG_FILES = /design/flow/design.v
export SDC_FILE = /design/flow/constraint.sdc
export NUM_CORES = 4
export LEC_CHECK = 1
export CORE_UTILIZATION = 30
```
`flow/constraint.sdc`:
```
current_design AsyncFIFO

set clk_period 3.5
set clk_io_pct 0.2

create_clock -name clk0 -period $clk_period [get_ports {rclk}]
create_clock -name clk1 -period $clk_period [get_ports {wclk}]

set non_clock_inputs [all_inputs -no_clocks]
set_input_delay [expr $clk_period * $clk_io_pct] -clock clk0 $non_clock_inputs
set_output_delay [expr $clk_period * $clk_io_pct] -clock clk0 [all_outputs]
```
`flow/design.v`:
```
module AsyncFIFO #(
  parameter DepthSize = 8,
  parameter ArraySize = 4
) (
  input   wreq, wclk, wrst_n,
  input   rreq, rclk, rrst_n,
  input   [DepthSize-1:0] wdata,
  output  [DepthSize-1:0] rdata,
  output  reg wfull,
  output  reg rempty
);
  reg     [ArraySize:0]   wd2rptr, wd1rptr, rptr;
  reg     [ArraySize:0]   rd2wptr, rd1wptr, wptr;
  wire    rempty_val;
  wire    [ArraySize:0] rptr_nxt;
  wire    [ArraySize-1:0] raddr;
  reg     [ArraySize:0] rbin;
  wire    [ArraySize:0] rbin_nxt;
  wire    [ArraySize-1:0] waddr;
  reg     [ArraySize:0] wbin;
  wire    [ArraySize:0] wbin_nxt;
  wire    [ArraySize:0] wptr_nxt;
  always @(posedge wclk or negedge wrst_n) begin
    if (!wrst_n)
      {wd2rptr, wd1rptr} <= 2'b0;
    else
      {wd2rptr, wd1rptr} <= {wd1rptr, rptr};
  end
  always @(posedge rclk or negedge rrst_n) begin
    if (!rrst_n)
      {rd2wptr, rd1wptr} <= 2'b0;
    else
      {rd2wptr, rd1wptr} <= {rd1wptr, wptr};
  end
  assign rempty_val = (rptr_nxt == rd2wptr); 
  always @(posedge rclk or negedge rrst_n) begin
    if (!rrst_n)
      rempty <= 1'b0;
    else
      rempty <= rempty_val;
  end
  assign rbin_nxt = rbin + (rreq & ~rempty);
  always @(posedge rclk or negedge rrst_n) begin
    if (!rrst_n)
      rbin <= 0;
    else
      rbin <= rbin_nxt;
  end
  assign raddr = rbin[ArraySize-1:0]; 
  assign rptr_nxt = rbin_nxt ^ (rbin_nxt >> 1);
  always @(posedge rclk or negedge rrst_n) begin
    if (!rrst_n)
      rptr <= 0;
    else
      rptr <= rptr_nxt;
  end
  assign wbin_nxt = wbin + (wreq & !wfull);
  always @(posedge wclk or negedge wrst_n) begin
    if (!wrst_n)
      wbin <= 0;
    else
      wbin <= wbin_nxt;
  end
  assign waddr = wbin [ArraySize-1:0];
  assign wptr_nxt = (wbin_nxt >> 1) ^ wbin_nxt; 
  always @(posedge wclk or negedge wrst_n) begin
    if (!wrst_n)
      wptr <= 0;
    else
      wptr <= wptr_nxt;
  end
  wire wfull_val;
  assign wfull_val = (wd2rptr == {~wptr[ArraySize : ArraySize-1], wptr[ArraySize-2 : 0]});
  always @(posedge wclk or negedge wrst_n) begin
    if (!wrst_n)
      wfull <= 0;
    else
      wfull <= wfull_val;
  end
  localparam Depth = (1 << (ArraySize));
  reg [DepthSize-1 : 0] mem [0: Depth -1];
  assign rdata = mem[raddr];
  always @(posedge wclk) begin
    if (wreq & !wfull)
      mem[waddr] <= wdata;
  end
endmodule
```
`flow/run.sh`:
```
#!/bin/bash
# OpenROAD 26Q1-2900-gdf79404cd8, Yosys 0.63+post, stock flow scripts
make -C /OpenROAD-flow-scripts/flow DESIGN_CONFIG=/design/flow/config.mk WORK_HOME=/design/flow/orfs finish
```
==> Changelog: implementation <==
## Implementation

* Result of the run: completed
* Synth cell types at 31
* Final setup skew at 0.008483 ns
* Worst Setup Path Type: flop to primary output
* Fin. Hold Viols at 0
* Number of enable-type register cells in the synthesized netlist at 128
* Residual overflow from global routing at 0
* Number of synthesized register bits at 168
* Chip area from the yosys synthesis statistics at 6385 sq um
* Tool warning count at 26
* Arrival time at the worst endpoint at 2.61 ns
* Pwr per Cell Area at 886.8 nW/um^2
* Yosys warning count at 1
* Hold-fix buffers, CTS at 0
* Core outline area at 20960 sq um
* Remaining routing DRC violations at 0
* Part of the Yosys area used for sequential elements at 75.88%
* Dominant combinational cell family by area after synthesis: multiplexers
* Total of buffers placed on input and output ports at 22
* Worst slew pin tran at 0.8612 ns
* Cells in synth_stat.txt at 344
* Pwr Total at 6.869 mW
* Placed wire-length estimate after detailed placement at 7.859 mm
* Cell with the largest stage delay on the worst path: sky130_fd_sc_hd__dfrtp_1
* Avg Synthesized Cell Area at 18.56 sq um
* Die ar. at 21870 sq um
* GP Congestion at 0.8435
* And-or/or-and share of the synthesized area at 4.115%
* Post-CTS resize count at 0
* Post-synthesis simple-gate area fraction at 3.312%
* Headroom to the max-slew limit at 42.41%
* Area of the mapped netlist at 6385 sq um
* Cell row count at 53
* Delay-heaviest family, CP: AND-OR/OR-AND gates
* Via count of the first global-routing pass at 3494
* Most used flip-flop cell after synthesis: sky130_fd_sc_hd__edfxtp_1
* Mean routed wirelength per cell at 18.06 um
* Number of DRC markers after the initial detailed-route iteration at 277
* Antenna-violating nets left at 0
* Number of ports placed on the die boundary at 24
* Final count of negative-setup-slack endpoints at 0
* Final Max-Slew Violation Tally at 0
* First-pass GRT wire length at 19.66 mm
* Via count at 3212
* Number of antenna violations at the first check in global routing at 0
* Layout area overhead at 21.32%
* CP peak stage delay at 0.54 ns
* Required time of the worst setup path at 2.80 ns
* Setup repair after global routing missed its margin: false
* Peak supply drop at 0.0004449 V
* Yosys adder share at 0.7839%
* Number of instances in the synthesized netlist at 344
* Number of setup buffers added after CTS at 0
* Crit Path Max Fanout at 16
* Via density per instance at 4.717
* CP bufs+invs at 1
* Die height at 147.9 um
* Clock tree from TritonCTS: done
* Endpoint kind of the worst setup timing path: primary output
* Number of sinks on the clock net at 168
* Clock-pin transition on the worst setup and hold timing paths at 0.06 ns
* Final routed wirelength across all metal layers at 12.30 mm
* Share of cells above drive strength 1 at 17.49%
* Leakage at 2.769 nW
* Largest net degree at the start of global routing at 50
* GRT Resource Usage Total at 12.82%
* Initial core utilization at 30.47%
* Setup TNS Final at 0 ns
* Cell breakdown of the critical path: and2_1 > a221oi_1 > o21ai_0 > nand2_1 > clkdlybuf4s50_1
* Share of synthesized registers carrying an async set or reset at 23.81%
* TritonRoute pass-1 iters at 4
* Number of antenna diodes at 0
* Horizontal extent of the die at 147.9 um
* Mux cell area share at 10.78%
* Class of the worst hold path: flop to flop
* Xor/xnor share at 3.508%
* Max Cap Viol at 0
* Worst Setup Start Kind: flop
[layout make-up]
| type | count | area, sq um |
|---|---|---|
| clock buffers | 22 | 518.0 |
| clock inverters | 14 | 200.2 |
| fillers | 1917 | 13210 |
| inverters | 5 | 18.77 |
| multi-input cells | 155 | 1436 |
| flip-flops and latches | 168 | 4846 |
| well taps | 275 | 344.1 |
| repair buffers | 42 | 382.9 |
[path summary, 6_finish.rpt]
check,from,end,slack [ns],depth (start not counted)
worst max-delay path,rbin[2]$_DFF_PN0_,rdata[1],0.19,5
worst min-delay path,rptr[2]$_DFF_PN0_,wd1rptr[2]$_DFF_PN0_,0.21,0
worst max register to register,rbin[0]$_DFF_PN0_,rempty$_DFF_PN0_,1.10,7
worst min register to register,rptr[2]$_DFF_PN0_,wd1rptr[2]$_DFF_PN0_,0.21,0
max in group clk1,wreq,mem[0][5]$_DFFE_PP_,1.58,5
max in group asynchronous,rrst_n,rbin[0]$_DFF_PN0_,1.97,1
min in group clk0,rd1wptr[4]$_DFF_PN0_,rd2wptr[4]$_DFF_PN0_,0.34,0
min in group asynchronous,wrst_n,wfull$_DFF_PN0_,0.78,1
[power breakdown]
| part | internal (mW) | total, mW | switching (mW) | leakage [nW] |
|---|---|---|---|---|
| logic | 0.918 | 1.96 | 1.04 | 0.786 |
| registers | 2.55 | 2.75 | 0.198 | 1.63 |
| clock network | 1.38 | 2.16 | 0.783 | 0.354 |
| total | 4.85 | 6.87 | 2.02 | 2.77 |
[layout by cell type (no fill, tap or decap), types with 2 or more instances in the layout]
cell	synthesis	routed
sky130_fd_sc_hd__edfxtp_1	128	128
sky130_fd_sc_hd__or3_1	2	2
sky130_fd_sc_hd__nand2_1	11	11
sky130_fd_sc_hd__dfrtp_1	40	39
sky130_fd_sc_hd__clkinv_1	1	2
sky130_fd_sc_hd__a22oi_1	8	8
sky130_fd_sc_hd__mux4_2	14	14
sky130_fd_sc_hd__clkinv_4	0	3
sky130_fd_sc_hd__nand2b_1	3	3
sky130_fd_sc_hd__nor3_1	5	5
sky130_fd_sc_hd__clkbuf_16	0	20
sky130_fd_sc_hd__buf_4	3	19
sky130_fd_sc_hd__nor2_1	14	14
sky130_fd_sc_hd__inv_6	0	2
sky130_fd_sc_hd__clkinv_2	0	2
sky130_fd_sc_hd__inv_8	0	2
sky130_fd_sc_hd__clkdlybuf4s50_1	0	22
sky130_fd_sc_hd__nand3_1	6	6
sky130_fd_sc_hd__a221oi_1	16	16
sky130_fd_sc_hd__bufinv_16	0	4
sky130_fd_sc_hd__mux4_1	2	2
sky130_fd_sc_hd__ha_1	4	4
sky130_fd_sc_hd__inv_1	4	4
sky130_fd_sc_hd__mux2i_1	32	32
sky130_fd_sc_hd__o21ai_0	8	8
sky130_fd_sc_hd__xnor2_1	10	10
sky130_fd_sc_hd__xor2_1	13	13
[through the flow]
stage / area (sq um) / utilization [%] / setup WS (ns) / hold WS (ns) / std cells
floorplan: 6385 / - / 1.222 / 0.3312 / 344
CTS: 7746 / 36.97 / 0.2456 / 0.2059 / 681
detailed placement: 7028 / 33.54 / 0.4810 / 0.3347 / 645
finish: 7746 / 36.97 / 0.1865 / 0.2145 / 681
global placement: 7028 / 33.54 / 0.5003 / 0.3340 / 645
global route: 7746 / 36.97 / 0.03799 / 0.2160 / 681
[state kept, by name, indices dropped and copies added, names as in the netlist]
register,flops
rd2wptr,5
wd1rptr,5
rempty,1
wptr,5
wfull,1
rbin,4
mem,128
wd2rptr,5
rptr,5
rd1wptr,5
wbin,4
[cells by family (layout without fill, tap and decap cells)]
kind of cell,count (synthesis),after routing
fa+ha+maj,4,4
buf+inv,21,83
simple gates,45,45
flops,168,168
compound gates,34,34
xor+xnor,24,24
mux,48,48
[routing by layer]
| metal | up-vias | global-route usage, % | part of all wire (%) |
|---|---|---|---|
| li1 | 1439 | - | - |
| met1 | 1602 | 16.61 | 39 |
| met2 | 158 | 18.96 | 47 |
| met3 | 13 | 8.504 | 13 |
| met4 | 0 | 1.907 | 1.4 |
| met5 | - | 0 | 0 |
[cell usage after synthesis (all sizes together), types with 2 or more instances]
| cell type | count | area, sq um |
|---|---|---|
| mux2i | 32 | 320.3 |
| nand2 | 11 | 41.29 |
| or3 | 2 | 12.51 |
| buf | 10 | 62.55 |
| xor2 | 13 | 113.9 |
| o21ai | 8 | 40.04 |
| inv | 4 | 15.01 |
| clkbuf | 6 | 22.52 |
| ha | 4 | 50.05 |
| dfrtp | 40 | 1001 |
| nand2b | 3 | 18.77 |
| a22oi | 8 | 60.06 |
| nor2 | 14 | 52.55 |
| a221oi | 16 | 140.1 |
| nor3 | 5 | 25.02 |
| xnor2 | 10 | 87.58 |
| mux4 | 16 | 367.9 |
| edfxtp | 128 | 3844 |
| nand3 | 6 | 30.03 |
[worst reg2reg max path: cells and delay by family (launching register included)]
kind,cells,cell delay (ns)
AND-OR/OR-AND,1,0.35
XOR/XNOR,1,0.22
adder cells (fa/ha/maj),2,0.52
buffers and inverters,1,0.32
flip-flops,1,0.37
AND/OR/NAND/NOR,2,0.51
Power figures rest on the tool's default switching activity, not on a simulated workload.
